### ./config.mk
export PLATFORM = sky130hd
export DESIGN_NAME = spi_ram
export DESIGN_NICKNAME = spi_ram
export VERILOG_FILES = /design/flow/design.v
export SDC_FILE = /design/flow/constraint.sdc
export NUM_CORES = 4
export LEC_CHECK = 1
export CORE_UTILIZATION = 50
### ./constraint.sdc
current_design spi_ram

set clk_period 43.0
set clk_io_pct 0.2

create_clock -name clk0 -period $clk_period [get_ports {clk}]

set non_clock_inputs [all_inputs -no_clocks]
set_input_delay [expr $clk_period * $clk_io_pct] -clock clk0 $non_clock_inputs
set_output_delay [expr $clk_period * $clk_io_pct] -clock clk0 [all_outputs]
### ./design.v
module syn_ram(din,rx_valid_ram,dout,tx_valid_ram,clk_ram,rst_n_ram);
parameter MEM_DEPTH=256;
parameter ADD_SIZE=8;
input [9:0]din;
input rx_valid_ram,clk_ram,rst_n_ram;
output reg [7:0]dout;
output reg tx_valid_ram;
  reg [7:0] mem[MEM_DEPTH-1:0];
  reg [ADD_SIZE-1:0]rd_add;
  reg [ADD_SIZE-1:0]wr_add;
always@(posedge clk_ram)begin
    if(~rst_n_ram)begin
         dout<=0;
         tx_valid_ram<=0;
    end     
    else begin 
        if(rx_valid_ram==1)begin
            case(din[9:8])
                2'b00: wr_add<=din[7:0];  
                2'b01:mem[wr_add]<=din[7:0];
                2'b10:rd_add<=din[7:0];
                2'b11:begin
                      dout<=mem[rd_add];
                      tx_valid_ram<=1;
                 end                   
            endcase  
        end
    end
end
endmodule              
module spi_ram(MOSI_main,MISO_main,SS_N,clk,RST_N);
parameter IDLE=3'b000;
parameter CHK_CMD=3'b001;
parameter WRITE=3'b010;
parameter READ_ADD=3'b011;
parameter READ_DATA=3'b100;
parameter MEM_DEPTH=256;
parameter ADD_SIZE=8;
input MOSI_main,SS_N,clk,RST_N;
output MISO_main;
wire rx_valid_main;
wire tx_valid_main;
wire [9:0]rx_data_main;
wire [7:0]tx_data_main;
syn_ram #(.MEM_DEPTH(MEM_DEPTH),.ADD_SIZE(ADD_SIZE)) 
        my_ram(.din(rx_data_main),.rx_valid_ram(rx_valid_main),.dout(tx_data_main),
               .tx_valid_ram(tx_valid_main),.clk_ram(clk),.rst_n_ram(RST_N));
SPI_slave #(.IDLE(IDLE),.CHK_CMD(CHK_CMD),.WRITE(WRITE),.READ_ADD(READ_ADD),.READ_DATA(READ_DATA)) 
         spi(.MOSI(MOSI_main),.MISO(MISO_main),.ss_n(SS_N),.clk(clk),.rst_n(RST_N),.tx_data(tx_data_main),
             .tx_valid(tx_valid_main),.rx_data(rx_data_main),.rx_valid(rx_valid_main));
endmodule
module SPI_slave(
    input   MOSI,
    output reg  MISO,
    input   ss_n,
    input   clk,
    input   rst_n,
    input   [7:0] tx_data,
    input         tx_valid,
    output reg  [9:0] rx_data,
    output reg        rx_valid
);
    parameter IDLE     =3'b000;
    parameter CHK_CMD  =3'b001;
    parameter WRITE    =3'b010;
    parameter READ_ADD =3'b011;
    parameter READ_DATA=3'b100;
       (*fsm_encoding = "gray"*)
    reg [2:0] cs, ns;
    reg       rd_check;
    reg [3:0] counter ;   
    reg [2:0] counter2 ;
    reg [9:0] rx_data_reg;
    reg  rx_done;
    always @(posedge clk) begin
        if (~rst_n)
            cs <= IDLE;
        else
            cs <= ns;
    end
    always @(*) begin
        case (cs)
             IDLE:  ns =  (~ss_n)?  CHK_CMD :  IDLE;
             CHK_CMD: begin
                if (ss_n)
                    ns = IDLE;
                else if (MOSI == 0)
                    ns = WRITE;
                else if (MOSI == 1 && rd_check == 0)
                    ns = READ_ADD;
                else if (MOSI == 1 && rd_check == 1)
                    ns = READ_DATA;
                else
                    ns = CHK_CMD; 
            end
             WRITE: ns = (ss_n) ? IDLE : WRITE;
             READ_ADD: ns = (ss_n) ?  IDLE : READ_ADD;
             READ_DATA:ns = (ss_n) ?  IDLE : READ_DATA;
        endcase
    end
    always @(posedge clk) begin
        if (~rst_n) begin
            rx_data   <= 0;
            rx_data_reg<=0;
            rx_valid  <= 1'b0;
            counter   <= 9;
            counter2  <= 7;
            rd_check  <= 0;
            MISO      <= 1'b0;
             rx_done<=0;
        end else begin 
            case (cs)
                IDLE: begin 
                    rx_valid<=0; 
                    counter <= 9;
                    counter2  <= 7;
                    rx_data_reg<=0;
                    MISO<=1'b0;
                     rx_done<=0;
                end 
                WRITE: begin
                        rx_data_reg[counter] <= MOSI;
                        if (counter > 0) begin
                            counter <= counter - 1;   
                        end 
                        else begin
                            rx_valid <= 1;
                            rx_done<=1; 
                        end
                    end
                READ_ADD: begin
                       rx_data_reg[counter] <= MOSI;
                        if (counter > 0) begin
                            counter <= counter - 1;
                        end else begin
                             rx_valid<=1;
                             rd_check<=1;
                             rx_done<=1;
                        end
                    end
                READ_DATA: begin
                      rx_data_reg[counter] <= MOSI;
                        if (counter > 0) begin 
                            counter <= counter - 1;
                        end
                         else begin
                             rx_valid <= 1;
                             rd_check<=0;
                             rx_done<=1;
                        end
                        if (tx_valid ==1) begin
                              rx_done<=0;
                              MISO <= tx_data[counter2];
                             if (counter2 > 0)
                                 counter2 <= counter2 - 1;
                        end
                end
             endcase
              if (rx_done) begin
                rx_data  <= rx_data_reg;
                rx_valid <= 1;
                rx_done  <= 0; 
                end else begin
                    rx_valid <= 0;
                end
        end  
    end 
endmodule
### ./run.sh
#!/bin/bash
# OpenROAD 26Q1-2900-gdf79404cd8, Yosys 0.63+post, stock flow scripts
make -C /OpenROAD-flow-scripts/flow DESIGN_CONFIG=/design/flow/config.mk WORK_HOME=/design/flow/orfs finish
==> ds_physical_params.txt <==
Physical implementation characteristics

Parameter                              Value

Clock tree
  TritonCTS clock tree    done
  Number of buffers inserted to repair setup after CTS    0
  Count of instances resized after the clock tree is built    0
  Maximum buffer depth of the clock tree    3
  Number of buffers added by the clock tree synthesis step    205
  Deepest level of the CTS H-tree    4
  Worst-Skew Late Latency    0.83 ns
  Root buffer cell    sky130_fd_sc_hd__clkbuf_16
  CTS Hold Bufs    0
  Clock-pin transition on the worst setup and hold timing paths    0.07 ns

Synthesis
  Top-area cell share    0.746
  Post-synthesis sequential element count    2110
  Flip-flop cell with the highest count after synthesis    sky130_fd_sc_hd__edfxtp_1
  Synth cell count leaders    sky130_fd_sc_hd__edfxtp_1 (2064), sky130_fd_sc_hd__mux4_2 (334), sky130_fd_sc_hd__nor2_1 (320)
  Synthesis Warnings    4
  Yosys top cell by area    sky130_fd_sc_hd__edfxtp_1
  Mean Syn Cell Area    20.3 um^2
  Fraction of registers with async set/reset    0
  Cell count after synthesis    4090
  Yosys stat area    0.0831 mm^2
  Count of library flops with an enable pin    2064
  Cell count listed in synth_stat.txt    4090
  Netlist area before placement    0.0831 mm^2
  Number of distinct library cell variants in the gate-level netlist after synthesis    78
  Most frequently used cell type in the post-synthesis netlist    sky130_fd_sc_hd__edfxtp_1
  Main area contributors    sky130_fd_sc_hd__edfxtp_1 (75%), sky130_fd_sc_hd__mux4_2 (9.1%), sky130_fd_sc_hd__mux2i_1 (2.9%)

Die
  Initial Utilization    0.503
  Ports placed on the boundary    5
  Core Footprint    0.165 mm^2
  # rows    149
  Height of the chip    410 um
  Die width    410 um
  Chip area    0.168 mm^2

Job
  Tally of max-capacitance violations    0
  Tool Warnings    30

Final timing
  Setup repair after global routing missed its margin    false
  Aggregate negative setup slack    0 ns
  Transition time at the pin with the least slew margin    1.18 ns
  Max-slew violation total from the final report    0
  Endpoints left unconstrained    3
  Slew margin rel.    0.214
  Post-Route Skew    0.0452 ns
  Final min period    11.98 ns
  Number of register pins that no clock reaches    3
  Post-route worst hold slack    0.467 ns
  Final critical-path share of the clock period    0.279
  Final-report hold violation count    0
  Fmax achieved    83.5 MHz
  Final setup viols    0

Global routing
  Via count of the first global-routing pass    45200
  Number of antenna violations at the first check in global routing    5
  Met2 track demand over resource    0.406
  Busiest metal layer after global routing    met2
  Total gr overflow    0
  Wire length of the first global-routing pass    313 mm
  GR Layer Usage met3    0.220
  Overall Global Routing Usage    0.296
  Pin count of the biggest net entering global routing    95
  Met1 track demand over resource in global routing    0.404

Detailed routing
  Routed wire length    217 mm
  Violation count after the first detailed-routing iteration    3058
  Remaining antenna violation count after routing    0
  Routed len/inst    33.0 um
  Total number of vias    41100
  Residual DRC    0
  Pre-antenna DRT Iters    5
  Via-to-Cell Ratio    6.26

Power
  Peak ir drop on the vdd network    0.0000394 V
  Leakage power of the design    29.5 nW
  Pwr per Cell Area    43.5 mW/mm^2
  Total Power    0.00400 W

Setup path
  CP max FO    10
  Category of the critical setup timing path    in2reg
  Worst-case reg-to-reg path depth    10
  Cell-by-cell listing of the critical path    clkdlybuf4s50_1, nand2_1, nor3b_1, nor3b_1, nand2_1, buf_4, nor2_1
  Signal arrival time at the worst endpoint    12.43 ns
  R2R Path End    my_ram.dout[0]
  Worst R2R Setup Slack    37.88 ns
  Buffer-and-inverter tally for the worst setup path    2
  Crit-path max cell delay    0.82 ns
  CP Data Required Time    43.46 ns
  Cell class contributing the biggest share of worst-path delay    simple AND/OR/NAND/NOR gates
  Crit path launch type    primary input
  Crit. End Element    flip-flop
  Reg-to-Reg Start    my_ram.rd_add[0]
  Crit-path slowest cell    sky130_fd_sc_hd__nand2_1
  Levels on crit path    7

Cells and area
  Fraction of layout cells with a size suffix above 1    0.193
  Final core utilization    0.557
  Max FFs per register    2048
  Layout overhead on the synthesized area    10.7%

Hold path
  Worst hold stages    2
  Startpoint of the lowest-slack hold path    my_ram.dout[3]
  Min-Delay Path Class    reg2reg
  Hold worst-path end    my_ram.dout[3]

Place
  Tally of buffers added on design ports    4
  Detailed Place HPWL    136 mm
  Final weighted congestion of routability-driven global placement    0.989

Outcome
  Run status    completed
[logic make-up after synthesis]
family          synth area share
mux                        0.151
xor+xnor                0.000211
flops                      0.757
buf+inv                   0.0230
latches                 0.000542
fa+ha+maj               0.000904
compound gates            0.0333
simple gates              0.0348
[stage by stage]
| step | cells | area, um^2 | worst slack [ns] |
|---|---|---|---|
| 2_1_floorplan | 4090 | 83100 | 32.14 |
| 3_3_place_gp | 6190 | 85200 | 30.35 |
| 3_5_place_dp | 6190 | 85200 | 30.30 |
| 4_1_cts | 6568 | 91900 | 31.17 |
| 5_1_grt | 6568 | 91900 | 30.83 |
| 6_report | 6575 | 91900 | 31.02 |
[worst max path at each step]
stage                       end  start
finish        my_ram.mem[68][6]  RST_N
global route  my_ram.mem[68][5]  RST_N
CTS           my_ram.mem[68][5]  RST_N
[worst register-to-register path: cells and delay by family (launching register included)]
family	cells	cell delay, ns
flops	1	0.76
buf+inv	4	1.99
mux	2	1.07
simple gates	2	0.61
compound gates	2	0.57
[where the power goes]
part,leakage (nW),internal (W),total [W],switching (W)
clock network,3.24,0.00102,0.00177,0.000760
registers,19.5,0.00222,0.00222,0.0000000996
logic,6.74,0.000000623,0.00000211,0.00000148
total,29.5,0.00323,0.00400,0.000761
[area by class of cell]
cell class	count	area, um^2
fill	12100	73100
sequential	2110	62900
multi-input combinational	1728	18300
clock buffer	246	5390
tap	2189	2740
clock inverter	132	1290
timing repair buffer	151	1260
inverter	12	50.0
antenna	7	17.5
[cells in the final DEF, fill, tap and decap left out, types with 10 or more instances in the layout]
cell | Yosys | final
sky130_fd_sc_hd__edfxtp_1 | 2064 | 2064
sky130_fd_sc_hd__mux4_2 | 334 | 334
sky130_fd_sc_hd__nor2_1 | 320 | 319
sky130_fd_sc_hd__mux2i_1 | 242 | 242
sky130_fd_sc_hd__clkbuf_16 | 0 | 210
sky130_fd_sc_hd__buf_4 | 13 | 138
sky130_fd_sc_hd__nand2_1 | 118 | 117
sky130_fd_sc_hd__mux4_1 | 85 | 85
sky130_fd_sc_hd__o22ai_1 | 68 | 68
sky130_fd_sc_hd__a21oi_1 | 66 | 66
sky130_fd_sc_hd__o221ai_1 | 48 | 48
sky130_fd_sc_hd__nand3_1 | 45 | 45
sky130_fd_sc_hd__clkinv_2 | 0 | 40
sky130_fd_sc_hd__clkinv_1 | 1 | 39
sky130_fd_sc_hd__clkbuf_1 | 97 | 36
sky130_fd_sc_hd__o21ai_0 | 35 | 35
sky130_fd_sc_hd__a22oi_1 | 35 | 35
sky130_fd_sc_hd__dfxtp_1 | 43 | 35
sky130_fd_sc_hd__nor3_1 | 33 | 33
sky130_fd_sc_hd__mux2_2 | 29 | 29
sky130_fd_sc_hd__nand4_1 | 23 | 23
sky130_fd_sc_hd__bufinv_16 | 0 | 20
sky130_fd_sc_hd__a211oi_1 | 19 | 19
sky130_fd_sc_hd__and2_1 | 17 | 17
sky130_fd_sc_hd__clkinvlp_4 | 0 | 16
sky130_fd_sc_hd__nor2b_1 | 16 | 14
sky130_fd_sc_hd__a2111oi_0 | 12 | 12
sky130_fd_sc_hd__a22o_1 | 11 | 11
sky130_fd_sc_hd__nor4_1 | 11 | 11
sky130_fd_sc_hd__a31oi_1 | 11 | 11
sky130_fd_sc_hd__nand2b_1 | 10 | 10
sky130_fd_sc_hd__o211ai_1 | 10 | 10
sky130_fd_sc_hd__o2111ai_1 | 10 | 10
[layer usage]
layer,vias to the layer above,share of wire
li1,17300,-
met1,20500,0.33
met2,2896,0.46
met3,422,0.17
met4,12,0.038
met5,-,0.00068
No activity file was given, so power comes from the tool's default toggle rates.
